--- ./run.sh ---
#!/bin/bash
# OpenROAD 26Q1-2900-gdf79404cd8, Yosys 0.63+post, stock flow scripts
make -C /OpenROAD-flow-scripts/flow DESIGN_CONFIG=/design/flow/config.mk WORK_HOME=/design/flow/orfs finish
--- ./config.mk ---
export PLATFORM = sky130hd
export DESIGN_NAME = register
export DESIGN_NICKNAME = register
export VERILOG_FILES = /design/flow/design.v
export SDC_FILE = /design/flow/constraint.sdc
export NUM_CORES = 4
export LEC_CHECK = 1
export CORE_UTILIZATION = 40
--- ./constraint.sdc ---
current_design register

set clk_period 29.7
set clk_io_pct 0.2

create_clock -name clk0 -period $clk_period [get_ports {clk}]

set non_clock_inputs [all_inputs -no_clocks]
set_input_delay [expr $clk_period * $clk_io_pct] -clock clk0 $non_clock_inputs
set_output_delay [expr $clk_period * $clk_io_pct] -clock clk0 [all_outputs]
--- ./design.v ---
module register(dataout, datain, address, en, rw, clk);
    output reg  [255:0] dataout;
    input  wire [255:0] datain;
    input [1:0] address;
    input en, rw, clk; 
    reg [255:0] mem_array [1:0];
    initial begin
        mem_array[0] = 255'h0;
        mem_array[1] = 255'h0;
        mem_array[2] = 255'h0;
    end
    always@(posedge clk) begin
        if(en) begin
            if(rw) begin
                dataout <= mem_array[address];
            end else begin 
                mem_array[address] <= datain;
            end
        end else begin
            dataout <= 256'bz;
        end
    end
endmodule
==> run notes <==
Notes from the flow run.

Clock tree:
- The run puts the register clock-pin slew on the reported worst setup and hold paths at 0.06 ns.
- The run puts the number of buffers added by the clock tree synthesis step at 80.
- The run gives the clock root buffer as sky130_fd_sc_hd__clkbuf_16.
- The clock tree synthesis step divided the H-tree into 3 levels.
- The run puts the count of buffers added by post-CTS timing repair for setup at 0.
- The run gives the clock latency on the worst-skew pair as 0.61 ns.
- The run puts the number of gates given a new drive strength after cts at 0.
- TritonCTS built the clock tree.
- The run gives the clock sink count as 768.
- The run gives the maximum clock insertion buffer count as 3.
- The run puts the number of buffers inserted by hold repair at cts at 0.

Yosys:
- The synthesized design contains 768 enable-type register cells.
- The run gives the mux share of post-synthesis cell area as 0.135.
- Of the total synthesized cell area, the portion taken by XOR and XNOR cells is 0.
- The synthesis report names the predominant flop master as sky130_fd_sc_hd__edfxtp_1.
- Yosys instantiated no cell more often than sky130_fd_sc_hd__edfxtp_1.
- For this design, Yosys synthesis ends with a cell count of 1056.
- Ranked by instance count, the synthesized netlist is headed by sky130_fd_sc_hd__edfxtp_1, sky130_fd_sc_hd__mux2_4, sky130_fd_sc_hd__mux2_2, sky130_fd_sc_hd__buf_6, sky130_fd_sc_hd__buf_2.
- The run gives the proportion of netlist area held by the largest area contributor as 0.853.
- According to the Yosys statistics, the synthesized design has a chip area of 0.0270 mm^2.
- The run gives the area fraction in compound gates as 0.
- The run puts the flop and latch count out of synthesis at 768.
- The run puts the part of the Yosys area used for sequential elements at 0.853.
- In this run, the synthesized area fraction spent on and/or/nand/nor cells is recorded as 0.000833.
- The run puts the mean cell area of the mapped netlist at 25.6 um^2.
- Summing every instance area after synthesis gives 0.0270 mm^2.
- The largest total area in the synthesized netlist belongs to sky130_fd_sc_hd__edfxtp_1.
- In this run, distinct cell masters in the synthesized netlist total 8.
- The run puts the synthesized instance count at 1056.
- By area, the combinational part of the netlist is dominated by multiplexers.
- The run gives the number of warnings issued by yosys as 2.
- The run gives the proportion of register bits with asynchronous set or reset after synthesis as 0.
- The run puts the adder-cell area share of the yosys netlist at 0.
- The synthesis report lists the most area-consuming cells as sky130_fd_sc_hd__edfxtp_1, sky130_fd_sc_hd__mux2_4, sky130_fd_sc_hd__mux2_2, sky130_fd_sc_hd__buf_6, sky130_fd_sc_hd__buf_2.

Worst setup path:
- The run gives the type of the worst setup path as input pin to flop.
- The run puts the worst reg2reg path depth at 1.
- The run gives the source of the worst register-to-register timing path as mem_array[0][111].
- Looking at the critical path, the single cell with the biggest stage delay is sky130_fd_sc_hd__buf_4.
- The run gives the arrival time of the worst setup path as 9.05 ns.
- The run gives the total stage count of the critical path as 5.
- The run gives the launching instance or port of the critical path as address[0].
- The run gives the maximum fanout along the worst path as 60.
- The worst setup path is launched from an input pin.
- Data on the critical path is required at its endpoint by 29.93 ns.
- The run puts the worst stage delay on the critical path at 0.71 ns.
- For reference, the critical path cell chain is buf_8 -> and3b_4 -> buf_4 -> buf_4 -> buf_4.
- The run gives the total buffers and inverters traversed by the critical path as 4.
- Broken down by cell family, the worst path's largest delay share belongs to buffers and inverters.
- The setup check on the worst reg-to-reg path leaves a slack of 28.79 ns.
- The cell that appears most often on the critical path is sky130_fd_sc_hd__buf_4.
- The run gives the element type at the critical path end as a flop.

Global routing:
- The run puts the first-pass GRT wire length at 77700 um.
- The number of antenna violations at the first check in global routing is 15.
- The run gives the number of global-route vias before repair as 12.1k.
- Overall routing resource usage recorded by global route was 0.170.
- Entering global routing, the biggest net connects 102 pins.
- The run puts the overall overflow remaining after global route at 0.

Final timing:
- The run gives the count of final setup violators as 0.
- The run gives the final critical delay including setup and external delays as 8.82 ns.
- The run gives the number of pins with negative max-slew slack in the final report as 0.
- For the final database, setup skew stands at 0.0250 ns.
- The run gives the total negative setup slack as 0 ns.
- The run gives the worst-margin pin slew as 0.784 ns.
- The run puts the maximum clock frequency at 0.113 GHz.
- Setup repair after global routing left no endpoint under its margin.
- The run puts the worst relative slew slack at 0.478.
- The run puts the hold violation total from the final report at 0.
- The run puts the final clock period utilization by the worst path at 0.297.

Floorplan:
- The run puts the number of placement rows at 94.
- The run gives the core area as 0.0663 mm^2.
- The run gives the die area as 0.0686 mm^2.
- The run gives the die boundary width as 262 um.
- The run gives the number of top-level design ports as 517.
- The floorplan step records an initial core utilization of 0.407.
- Measured along the y axis, the die boundary spans 262 um.

Layout:
- The final layout report lists a filler cell count of 5083.
- The run puts the layout cell share with drive strength beyond 1 at 0.226.
- The run puts the end-of-flow core utilization at 0.537.
- Registers take 0.0231 mm^2.
- From synthesis to final layout, the design area changed by 31.7%.
- The run puts the combined area of the multi-input logic cells at 0.00368 mm^2.

Routing:
- TritonRoute reported its final design rule violation total as 0.
- The run gives the average routed wire per standard cell as 20.9 um.
- The run gives the routed via count as 11.9k.
- The highest layer touched by signal routing is met5.
- The run gives the met1 routed wirelength after detailed routing as 20000 um.
- Dividing the detail-routed via count by the number of cells gives 4.61.
- The count of nets left with antenna violations once routing finished came out at 0.
- The run puts the number of violations reported at the end of detailed-routing iteration 0 at 647.
- Per the detail_route log, met2 wirelength is 27600 um.
- The run puts the met3 routed wirelength at 4610 um.
- Per the detailed-route log, wirelength across all metal layers totals 53900 um.
- The run gives the number of search-and-repair iterations in the first detailed-routing pass as 6.

Placement:
- The run puts the placer's final routability congestion estimate at 0.807.
- The run puts the count of input and output buffers at 515.
- The run gives the HPWL after detailed placement as 34100 um.

Power:
- The run puts the leakage power of the design at 12.5 nW.
- The run puts the cell area power density at 67.1 mW/mm^2.
- Across the VDD grid, the largest voltage drop is 0.0527 mV.

Run status:
- The flow ran to the end, and the final reports show no timing, DRC or antenna violations.

Hold path:
- For the worst min-delay path, the startpoint reported by OpenROAD is mem_array[1][37].
- The worst hold path belongs to the class flop to flop.
- The run puts the hold-critical path depth at 1.

Job:
- The run gives the total of max-cap violations as 0.
- Warnings raised by the tools during the run amount to 32.
==> sequential cells by signal, indices dropped and copies added (netlist names) <==
signal,count
mem_array,512
dataout,256
==> worst paths after layout <==
kind                                     endpoint
worst max-delay path            mem_array[1][189]
worst min-delay path                  dataout[37]
worst max register to register       dataout[111]
worst min register to register        dataout[37]
==> logic make-up after synthesis <==
family / count (synthesis)
buf+inv: 29
flops: 768
mux: 256
simple gates: 3
==> placed cells by master (no fill, tap or decap), types with 8 or more instances in the layout <==
master / n
sky130_fd_sc_hd__edfxtp_1: 768
sky130_fd_sc_hd__clkdlybuf4s50_1: 514
sky130_fd_sc_hd__mux2_4: 201
sky130_fd_sc_hd__clkbuf_16: 82
sky130_fd_sc_hd__mux2_2: 55
sky130_fd_sc_hd__clkinv_1: 23
sky130_fd_sc_hd__buf_4: 18
sky130_fd_sc_hd__clkinv_2: 13
sky130_fd_sc_hd__clkbuf_1: 13
sky130_fd_sc_hd__diode_2: 8
==> through the flow <==
step | area [um^2] | hold WS [ns] | total power [mW] | setup slack [ns] | std cells
CTS | 35600 | 0.522 | 2.42 | 20.82 | 2567
global placement | 33200 | 0.525 | 1.49 | 20.13 | 2426
finish | 35600 | 0.524 | 2.39 | 20.88 | 2575
detailed placement | 33200 | 0.531 | 1.49 | 20.16 | 2426
global route | 35600 | 0.526 | 2.48 | 20.64 | 2573
floorplan | 27000 | 0.523 | 1.37 | 3.81 | 1056
==> layout make-up <==
| class | instances | share of cell area |
|---|---|---|
| Antenna cell | 8 | 0.000562 |
| Clock buffer | 95 | 0.0590 |
| Clock inverter | 46 | 0.00924 |
| Multi-Input combinational cell | 259 | 0.103 |
| Sequential cell | 768 | 0.648 |
| Tap cell | 864 | 0.0304 |
| Timing Repair Buffer | 535 | 0.150 |
==> routing by layer <==
metal / global-route usage / up-vias
met2: 0.260 / 359
met3: 0.0656 / 114
met5: 0.000694 / -
li1: - / 5462
met1: 0.245 / 5925
met4: 0.0506 / 16
==> power by group <==
part	switching (mW)	total (mW)	internal [mW]
Clock	0.389	0.926	0.538
Combinational	0.0573	0.175	0.118
Sequential	0.0173	1.29	1.27
Total	0.463	2.39	1.93
Power figures rest on the tool's default switching activity, not on a simulated workload.
