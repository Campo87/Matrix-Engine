File: design/flow/run.sh
#!/bin/bash
# OpenROAD 26Q1-2900-gdf79404cd8, Yosys 0.63+post, stock flow scripts
make -C /OpenROAD-flow-scripts/flow DESIGN_CONFIG=/design/flow/config.mk WORK_HOME=/design/flow/orfs finish
File: design/flow/config.mk
export PLATFORM = sky130hd
export DESIGN_NAME = sdpram
export DESIGN_NICKNAME = sdpram
export VERILOG_FILES = /design/flow/design.v
export SDC_FILE = /design/flow/constraint.sdc
export NUM_CORES = 4
export LEC_CHECK = 1
export CORE_UTILIZATION = 30
File: design/flow/constraint.sdc
current_design sdpram

set clk_period 131.1
set clk_io_pct 0.2

create_clock -name clk0 -period $clk_period [get_ports {clk}]

set non_clock_inputs [all_inputs -no_clocks]
set_input_delay [expr $clk_period * $clk_io_pct] -clock clk0 $non_clock_inputs
set_output_delay [expr $clk_period * $clk_io_pct] -clock clk0 [all_outputs]
File: design/flow/design.v
module sdpram (
    input [255:0] d_a,
    input [255:0] d_b,
    input [4:0] addr_a,
    input [4:0] addr_b,
    input wen_a,
    input wen_b,
    input clk,
    output reg [255:0] q_a,
    output reg [255:0] q_b
);
  reg [255:0] ram [15:0];
  always_ff @(posedge clk) begin
    if (wen_a == 'b1) begin
      ram[addr_a] <= d_a;
      q_a <= d_a;
    end else begin
      q_a <= ram[addr_a];
    end
  end
  always_ff @(posedge clk) begin
    if (wen_b == 'b1) begin
      ram[addr_b] <= d_b;
      q_b <= d_b;
    end else begin
      q_b <= ram[addr_b];
    end
  end
endmodule
==> run_results.csv <==
group,metric,value,unit
yosys,synth_top_flop_cell,"edfxtp_1",
power_and_ir_drop,p_per_area,12.7,nW/µm²
critical_path,critical_path_class,"primary input to flip-flop",
sta,drv_slew,0,
die,die_y,924,µm
critical_path,crit_path_max_fanout,37,
clock_tree,htreeDepth,6,
job,warnings,28,
yosys,avgSynthCellArea,14.0,µm²
route,dr.pass1.iters,6,
route,vias,174000,
placement,place.gp.congestion,0.916,
yosys,synth_area,255000,µm²
critical_path,cp-start-kind,"primary input",
sta,min_period,31930,ps
clock_tree,worstSkewPairLatency,1100,ps
sta,rsz0062_at_grt,"false",
sta,setup_viol,0,
clock_tree,postCtsSetupBuffers,0,
die,initCoreUtil,30.1,%
job,max_cap_viol_count,0,
route,drt-initial-drc-count,12000,
route,wl,1040,mm
global_routing,antenna_found_initial,266,
yosys,postSynth.asyncResetShare,0,%
power_and_ir_drop,p_leak,103,nW
sta,slew_headroom,19.6,%
clock_tree,cts_buffer_depth,4,
route,via_per_inst,5.74,
die,core_area,847000,µm²
global_routing,grt_max_degree,71,
yosys,edf_count,4096,
power_and_ir_drop,p_int,2.76,mW
power_and_ir_drop,switchingPower,0.971,mW
critical_path,arrival,32870,ps
sta,max_freq,31.3,MHz
critical_path,critPathRequiredTime,132040,ps
global_routing,grt_pass1_vias,180000,
power_and_ir_drop,swShare,26.0,%
yosys,synth_warnings,1,
route,wl_per_cell,34.2,µm
power_and_ir_drop,power,3.73,mW
sta,fin_tns_setup,0,ps
die,die_w,924,µm
clock_tree,cts_root_buf,"clkbuf_16",
placement,dp_hpwl,631,mm
power_and_ir_drop,clock_power_share,41.5,%
power_and_ir_drop,ir_drop,0.0000151,V
critical_path,crit_path_end_kind,"flip-flop",
global_routing,grt_pass1_wl,1420,mm
die,pin_count,1037,
yosys,ys.flops,4608,
outcome,outcome,"complete, no violations",
placement,io_buffers,1034,
min_path,hold_class,"flip-flop to flip-flop",
clock_tree,cts_buffers,552,
yosys,synth_seq_share,52.3,%
yosys,synthDistinctLibCells,33,
global_routing,overflow,0,
yosys,syn_inst,18200,
sta,max_slew.worst_pin.slew,1210,ps
cells_and_area,syn_to_final_growth,15.7,%
yosys,ys_area,255000,µm²
yosys,ys_cells,18200,
route,drc_errors,0,
route,ant_nets,0,
die,dieArea,853000,µm²
sta,hold_viol,0,
clock_tree,cts_tree,"yes",
power_and_ir_drop,combPwrFrac,12.7,%
die,num_rows,338,
clock_tree,clk_pin_slew,60,ps
clock_tree,clock_sinks,4608,
global_routing,gr-usage-all-layers,24.8,%
clock_tree,cts_hold_buf,0,
clock_tree,cts_resized,0,
power_and_ir_drop,seqPwrFrac,45.8,%
sta,skew,190,ps
sta,finalCritPeriodShare,24.4,%
cells_and_area,drive_gt1_share,30.2,%
==> stage by stage <==
step | worst slack, ps | hold WS, ps | instance area [µm²] | util [%] | cells
after floorplan | 84660 | 631 | 255000 | - | 18200
after global placement | 98240 | 685 | 276000 | 32.6 | 29200
after detailed placement | 98150 | 683 | 276000 | 32.6 | 29200
after CTS | 99350 | 700 | 295000 | 34.8 | 30200
after global routing | 99080 | 743 | 295000 | 34.8 | 30300
final | 99170 | 704 | 295000 | 34.8 | 30300
==> registers in the layout (all words and copies together), names as in the netlist <==
name,cells
q_b,256
ram,4096
q_a,256
==> cells by family after synthesis <==
| group | after synthesis | share of synthesized area, % |
|---|---|---|
| AND-OR/OR-AND | 2302 | 5.78 |
| AND/OR/NAND/NOR | 1625 | 3.34 |
| flip-flops | 4608 | 52.3 |
| buffers and inverters | 1999 | 3.58 |
| multiplexers | 7680 | 35.0 |
==> worst max-delay path: stages <==
cell and delay [ps]:
buf_16 300, buf_4 520, buf_4 580, buf_4 700
buf_4 610, buf_4 520, buf_4 650, buf_4 690
buf_4 630, mux4_2 340, a2bb2oi_1 190, nand3_1 130
a21oi_1 440
==> power by group through the flow <==
stage	logic, mW	clock network (mW)	registers [mW]
4_1_cts	0.470	1.57	1.71
5_1_grt	0.500	1.62	1.71
6_report	0.475	1.55	1.71
==> cells in the mapped netlist (5+ instances only) <==
cell	instances	area, µm²
nor2_1	11	41.3
mux2_1	458	5160
o21ai_0	209	1050
buf_4	112	841
o22ai_1	1033	6460
edfxtp_1	4096	123000
nand3b_1	9	67.6
a21oi_1	512	2560
nand2b_1	6	37.5
nor2b_1	514	3220
buf_1	44	165
buf_6	30	338
mux2i_1	3072	30700
a221oi_1	238	2080
dfxtp_1	512	10200
o21ai_1	36	180
nand3_1	278	1390
buf_2	779	3900
mux4_2	512	11500
or3_1	5	31.3
mux2_2	3409	38400
a2bb2oi_1	274	2400
nor3_1	512	2560
mux2_4	229	3440
clkbuf_1	1034	3880
nand2_1	278	1040
==> area by class of cell <==
type	instances	area [µm²]
antenna	132	330
clock buffer	787	15500
clock inverter	225	2650
fill	80200	552000
multi-input combinational	11600	113000
sequential	4608	133000
tap	11200	14000
timing repair buffer	1759	16200
==> worst paths after layout <==
kind / from / endpoint / slack (ps) / cells past startpoint
setup / recovery: addr_b[1] / q_b[142] / 99170 / 13
hold / removal: ram[6][152] / q_a[152] / 700 / 4
setup reg to reg: ram[3][136] / q_b[136] / 129130 / 4
hold reg to reg: ram[6][152] / q_a[152] / 700 / 4
==> metal layers <==
| metal | global-route usage (%) | wire length (µm) |
|---|---|---|
| met5 | 0.993 | 1750 |
| met3 | 16.4 | 162000 |
| met4 | 11.6 | 57400 |
| met2 | 36.7 | 466000 |
| met1 | 27.9 | 351000 |
==> layout by cell type, fill, tap and decap left out, drive strengths merged, types with 23 or more instances in the layout <==
master | synthesis | final
a21oi | 512 | 512
a221oi | 238 | 238
a2bb2oi | 274 | 274
buf | 965 | 735
clkbuf | 1034 | 787
clkdlybuf4s50 | 0 | 1024
clkinv | 0 | 177
dfxtp | 512 | 512
diode | 0 | 132
edfxtp | 4096 | 4096
inv | 0 | 23
mux2 | 4096 | 4096
mux2i | 3072 | 3072
mux4 | 512 | 512
nand2 | 278 | 278
nand3 | 279 | 279
nor2b | 514 | 514
nor3 | 512 | 512
o21ai | 245 | 245
o22ai | 1033 | 1033
Power and IR drop assume default switching activity.
