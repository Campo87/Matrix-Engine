===== design.v =====
module memory(dataout, datain, address, en, rw, clk);
    output reg  [255:0] dataout;
    input  wire [255:0] datain;
    input [2:0] address;
    input en, rw, clk; 
    reg [255:0] mem_array [7:0];
    initial begin
        mem_array[0] = 255'h0004000C0004002200070006000B0009000900020008000D0002000F00100003;
        mem_array[1] = 255'h0017002D001F001600070006000400010012000C000D000C000D000500070013;
    end
    always@(posedge clk) begin
        if(en) begin
            if(rw) begin
                dataout <= mem_array[address];
            end else begin
                mem_array[address] <= datain;
            end
        end else begin
            dataout <= 256'bz;
        end
    end
endmodule

===== run.sh =====
#!/bin/bash
# OpenROAD 26Q1-2900-gdf79404cd8, Yosys 0.63+post, stock flow scripts
make -C /OpenROAD-flow-scripts/flow DESIGN_CONFIG=/design/flow/config.mk WORK_HOME=/design/flow/orfs finish

===== config.mk =====
export PLATFORM = sky130hd
export DESIGN_NAME = memory
export DESIGN_NICKNAME = memory
export VERILOG_FILES = /design/flow/design.v
export SDC_FILE = /design/flow/constraint.sdc
export NUM_CORES = 4
export LEC_CHECK = 1
export CORE_UTILIZATION = 30

===== constraint.sdc =====
current_design memory

set clk_period 45.9
set clk_io_pct 0.2

create_clock -name clk0 -period $clk_period [get_ports {clk}]

set non_clock_inputs [all_inputs -no_clocks]
set_input_delay [expr $clk_period * $clk_io_pct] -clock clk0 $non_clock_inputs
set_output_delay [expr $clk_period * $clk_io_pct] -clock clk0 [all_outputs]

==> out/summary.rpt <==
================================================================================
Main area contributors ............................................ edfxtp_1 80%, mux4_1 9.1%, mux4_2 5.5%
Cell accounting for the most synthesized area .....................     edfxtp_1
CTS hold repair buffers ...........................................            0
Maxcap violations .................................................            0
Hold Crit Endpoint ................................................ dataout[253]$_DFFE_PP_
Met2 Track Usage GR ...............................................       20.09%
Unrepaired setup endpoints after global routing ...................        false
Post-synthesis register bit count .................................         2304
Setup Viol. Count Final ...........................................            0
First-pass iteration count of the detailed router .................            7
Gr ovfl total .....................................................            0
Number of antenna violations at the first check in global routing .           74
Tightest Hold Check Type .......................................... register to register
Area Growth Syn to Fin ............................................       20.14%
Mean area per synthesized cell ....................................  26.54 sq um
Cells on Worst Hold Path ..........................................            4
Vertical extent of the die ........................................     537.3 um
TritonCTS clock tree ..............................................        built
Data required time at the worst endpoint ..........................     46.53 ns
Sort of element at the start of the critical path ................. primary input
FP Util ...........................................................       30.16%
Flop-to-flop setup slack ..........................................     44.38 ns
Number of cell instances on the worst register-to-register path ...            2
Highest ir drop seen on vdd .......................................   0.03342 mV
Post-Syn Area ..................................................... 0.08595 sq mm
Leakage power total ...............................................   0.03294 uW
Clock buffer count from CTS .......................................          237
Count of instantiated cells in the yosys netlist ..................         3239
Count leader, synth ...............................................     edfxtp_1
EDFF count, synth .................................................         2304
Timing-limited maximum frequency ..................................    75.36 MHz
Die width .........................................................     537.3 um
Capturing point of the worst reg2reg path ......................... dataout[7]$_DFFE_PP_
Final count of pins violating max slew ............................            0
First-pass GRT wire length ........................................    266200 um
I/O pin total .....................................................          518
Cell area power density ........................................... 43.52 mW/mm^2
Hold violation count in the final report ..........................            0
Pin slew with the least headroom to its limit .....................    0.7795 ns
Log Warnings ......................................................           26
Most frequent cells after synthesis ............................... 2304 x edfxtp_1, 299 x mux4_1, 256 x mux2_2, 211 x mux4_2, 54 x buf_6
Gate Count Post-Synth .............................................         3239
Global routing met3 resource utilization ..........................       10.03%
Fraction of registers with async set or reset after synthesis .....           0%
Worst slew margin relative to its limit ...........................       48.03%
Tcrit/Tclk final ..................................................       28.91%
Utilization after layout ..........................................       36.24%
Total via count in the routed design ..............................        36710
Maximum level of the CTS H-tree ...................................            4
Via-per-instance ratio ............................................        4.632
Kind of critical path ............................................. primary input to register
Latency at later pin ..............................................      0.87 ns
Setup bufs post-CTS ...............................................            0
DRT Wirelength ....................................................    182500 um
Post-synth seq share ..............................................       80.50%
Setup crit end kind ...............................................     register
PostCTS Resize Cnt ................................................            0
Clock Pin Slew Worst Setup and Hold Paths .........................      0.06 ns
Clock Tree Root ...................................................    clkbuf_16
Most common reg cell ..............................................     edfxtp_1
Maximum number of pins on one net before global-route repair ......           79
Post-layout worst setup margin ....................................     32.63 ns
Final weighted congestion in routability-driven placement .........       0.7820
Cell Rows .........................................................          196
Fraction of layout instances using a drive strength above 1 .......       22.10%
Number of buffers between clock root and the deepest sink .........            4
Post-route clock skew .............................................   0.04224 ns
DRC viols .........................................................            0
Number of DRC markers in iteration 0 ..............................         1995
Met1 Track Usage GR ...............................................       16.50%
Routed wirelength normalized by instance count ....................     23.03 um
Area share of the largest cell type after synthesis ...............       80.50%
DPL Wire Length ...................................................    106900 um
Peak-usage layer in the global routing report .....................         met2
Fin crit period ...................................................     13.27 ns
Origin of the critical flop-to-flop path .......................... mem_array[7][7]$_DFFE_PP_
TNS Setup .........................................................         0 ns
I/O Buffers .......................................................          517
Number of synthesis warnings ......................................            2
HP Start .......................................................... mem_array[5][253]$_DFFE_PP_
YS chip area ...................................................... 0.08595 sq mm
Count of nets left with antenna violations after detail routing ...            0
Floorplan core area ............................................... 0.2850 sq mm
Number of global-route vias before repair .........................        39720
Result of the run ................................................. complete, no violations
Critical path data arrival time ...................................     13.90 ns
Area of the chip .................................................. 0.2886 sq mm
Hold slack final ..................................................    0.6524 ns
Max FO, Critical Path .............................................           70
Combined global-route utilization of all metal layers .............       13.54%
Number of fill cells in the layout ................................        25370
Count of distinct cell types in the synthesized netlist ...........           22
Total clock sinks .................................................         2304
Pre-CTS setup slack ...............................................     31.56 ns
================================================================================
[per-layer routing]
metal  wire length (um)  share of wire, %
met1              65370                36
met3              28330                16
met5                805              0.44
met4               3545               1.9
met2              84440                46
[cells by family after synthesis]
family                 count (synthesis)  share of synthesized area [%]
flip-flops                          2304                          80.50
multiplexers                         768                          18.05
buffers and inverters                145                          1.328
AND/OR/NAND/NOR                       18                        0.09900
AND-OR/OR-AND                          4                        0.02912
[report_power, final]
part	internal (uW)	switching, uW	total, uW
clock	1070	789	1850
combinational	127	102	229
sequential	2390	23.9	2410
total	3580	914	4490
[critical path: stages]
cell and delay [ns]:
buf_8 0.13, buf_4 0.49, buf_4 0.59, buf_4 0.64, buf_4 0.66, buf_4 0.53, buf_12 0.47, mux4_1 0.63
mux2_2 0.28
[placed cells by master (no fill, tap or decap), types with 5 or more instances in the layout]
master,synthesis,layout
buf_12,0,8
edfxtp_1,2304,2304
buf_4,1,95
mux4_2,211,211
diode_2,0,13
inv_6,0,7
clkinv_4,0,5
nor2_4,0,6
clkinv_16,0,7
clkdlybuf4s50_1,0,514
clkinv_2,0,46
clkbuf_16,0,238
mux2_2,256,256
clkbuf_1,25,43
bufinv_16,0,20
mux4_1,299,299
clkinv_1,0,58
clkinvlp_4,0,8
[area by class of cell]
type / count / area [sq um] / area share, %
timing repair buffer: 620 / 6063 / 5.872
tap: 3762 / 4707 / 4.558
antenna: 13 / 32.53 / 0.03150
multi-input combinational: 790 / 15680 / 15.19
clock inverter: 154 / 1468 / 1.421
clock buffer: 281 / 6117 / 5.924
sequential: 2304 / 69190 / 67.00
[metrics by stage]
step / total power [uW] / instances / cell area [sq um]
2_1_floorplan: 2557 / 3239 / 85950
3_3_place_gp: 2687 / 7476 / 95640
3_5_place_dp: 2689 / 7476 / 95640
4_1_cts: 4551 / 7911 / 103200
5_1_grt: 4645 / 7915 / 103200
6_report: 4494 / 7924 / 103300
[state kept, by name, summed over array words and instances (netlist names)]
register   cells
mem_array   2048
dataout      256
[worst max path at each step]
stage | startpoint | to | slack [ns]
6_report | address[0] | dataout[8]$_DFFE_PP_ | 32.63
4_1_cts | address[0] | dataout[72]$_DFFE_PP_ | 32.51
5_1_grt | address[0] | dataout[72]$_DFFE_PP_ | 32.29
Power is estimated from default activity; no workload was simulated.
